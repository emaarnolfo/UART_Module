## flow/design.v

```verilog
`timescale 1ns / 1ps
module alu 
#(
    parameter BUS_REG = 8,
    parameter BUS_OP  = 6
)
(
    input  wire [BUS_REG - 1:0]  i_valA,         
    input  wire [BUS_REG - 1:0]  i_valB,         
    input  wire [BUS_OP  - 1:0]  i_opcode,         
    output wire [BUS_REG - 1:0]  o_result      
);
    reg [BUS_REG - 1:0] result;  
    always @(*) begin
        case (i_opcode)
            6'b100_000: result = i_valA + i_valB;        
            6'b100_010: result = i_valA - i_valB;        
            6'b100_100: result = i_valA & i_valB;        
            6'b100_101: result = i_valA | i_valB;        
            6'b100_110: result = i_valA ^ i_valB;        
            6'b000_011: result = $signed(i_valA) >>> i_valB;      
            6'b000_010: result = i_valA >> i_valB;       
            6'b100_111: result = ~(i_valA | i_valB);     
            default: result = 16'b0;  
        endcase
    end
    assign o_result = result;  
endmodule
```

## flow/run.sh

```bash
#!/bin/bash
# OpenROAD 26Q1-2900-gdf79404cd8, Yosys 0.63+post, stock flow scripts
make -C /OpenROAD-flow-scripts/flow DESIGN_CONFIG=/design/flow/config.mk WORK_HOME=/design/flow/orfs finish
```

## flow/config.mk

```make
export PLATFORM = sky130hd
export DESIGN_NAME = alu
export DESIGN_NICKNAME = alu
export VERILOG_FILES = /design/flow/design.v
export SDC_FILE = /design/flow/constraint.sdc
export NUM_CORES = 4
export LEC_CHECK = 1
export CORE_AREA = 10 10 99 99
export DIE_AREA = 0 0 109 109
```

## flow/constraint.sdc

```tcl
current_design alu

set clk_period 11.4
set clk_io_pct 0.2

create_clock -name clk0 -period $clk_period

set non_clock_inputs [all_inputs -no_clocks]
set_input_delay [expr $clk_period * $clk_io_pct] -clock clk0 $non_clock_inputs
set_output_delay [expr $clk_period * $clk_io_pct] -clock clk0 [all_outputs]
```

==> job_summary.md <==
### Flow metrics

| Metric | Value |
|---|---|
| Unrepaired setup endpoints after global routing | false |
| Fraction of layout cells with a size suffix above 1 | 8.02% |
| GRT Total Usage | 8.89% |
| CP startpoint kind | primary input |
| Logic area | 1490 µm² |
| Final setup viols | 0 |
| Flop count | 0 |
| Site row count | 32 |
| Hold Fails Final Rpt | 0 |
| Post-DP HPWL | 4.24 mm |
| Postcts setup bufs | 0 |
| Sum of negative setup slack | 0 ns |
| Largest family of logic cells by area | AND-OR/OR-AND gates |
| Antenna violations before repair | 0 |
| Filler cells | 842 |
| FF+latch area | 0 µm² |
| Final-layout clock buffer total | 0 |
| Cells along the critical path | clkdlybuf4s50_1 -> nand2b_4 -> nor4_1 -> nor2_1 -> xnor2_1 -> ha_1 -> o21a_1 -> o31a_1 -> o21a_1 -> or3_1 -> a31o_2 -> clkdlybuf4s50_1 |
| Routed length per instance | 15.6 µm |
| Peak supply drop | 13.4 µV |
| Synthesized area per cell | 7.37 µm² |
| Routed wire length | 5.28 mm |
| Max cap viols | 0 |
| Family with the most delay on the worst path | simple AND/OR/NAND/NOR gates |
| Yosys stat cell total | 220 |
| Area growth syn-to-layout | 23.6% |
| Final tally of max-slew violations | 0 |
| Top-Level Pins | 30 |
| Chip Height | 109 µm |
| Most instantiated cells after synthesis | 24 x ha_1, 17 x inv_1, 14 x a21oi_1, 13 x nand2_1 |
| WP buf/inv | 2 |
| Hold_buf cts | 0 |
| Die ar. | 11900 µm² |
| Vias | 1740 |
| Tool Warnings | 41 |
| Dominant cell area share | 18.5% |
| Vias in the first global route | 1687 |
| Synth unique cells | 47 |
| DRT antenna net count | 0 |
| Post-Synthesis Cell Area | 1620 µm² |
| Worst setup EP type | output port |
| Gr ovfl total | 0 |
| Synth top cell by count | ha_1 |
| Tot Pwr | 69.2 µW |
| Synthesized-area fraction occupied by adder cells | 19.8% |
| Vias/cell | 5.13 |
| Largest net degree at the start of global routing | 27 |
| Fin crit period | 8.35 ns |
| Die X | 109 µm |
| Final worst-path cycle share | 73.3% |
| Hold_ws | 5.74 ns |
| Sequential area share after synthesis | 0% |
| Max_slew headroom | 43.4% |
| Hold Path Class | in -> out |
| Crit-path max FO | 23 |
| Starting Density | 21.0% |
| TritonRoute pass-1 iters | 4 |
| Synth area leader | ha_1 |
| Least-Margin Pin Slew | 0.842 ns |
| I/O Buffers | 30 |
| Worst path slowest cell | clkdlybuf4s50_1 |
| Placed Instances | 339 |
| CP required | 9.12 ns |
| Iteration-0 DRC Markers | 188 |
| Xor/xnor share | 7.57% |
| MUX share of area | 13.4% |
| Biggest cell delay along the critical path | 0.83 ns |
| Mapped Cells | 220 |
| First-pass GRT wire length | 8.74 mm |
| Fin cells | 339 |
| # diodes | 0 |
| Cell Pwr Density | 34.6 nW/µm² |
| Yosys synthesis chip area | 1620 µm² |
| Leakage | 0.000791 µW |
| Top area cell types | ha_1 19%, mux4_2 6.9%, a211oi_1 4.6% |
| Post-cts sizing count | 0 |
| Routability cong. | 0.912 |
| YS warnings | 1 |
| Run status | complete, no violations |
| Basic Gates by Area | 21.9% |
| Critical path type | in -> out |
| DRC viols | 0 |
| Core Area | 7730 µm² |
| Data arrival time of the worst path | 6.07 ns |
| Ao+oa area frac | 29.2% |
| Fin util | 25.9% |
| F_max | 0.120 GHz |
[metal layers]
metal / vias up / track usage (%) / routed length, µm
met4: 0 / 0.377 / 23
met5: - / 0 / 0
met1: 824 / 12.7 / 2500
met2: 52 / 14.9 / 2480
li1: 862 / - / -
met3: 2 / 0.896 / 276
[area by class of cell]
type | count | share of cell area (%)
multi-input cells | 187 | 74.3
well taps | 102 | 6.37
inverters | 17 | 3.19
repair buffers | 33 | 16.1
[tightest hold or removal path: stages]
cell,delay [ns]
clkdlybuf4s50_1,0.47
nor4_1,0.11
nand2_1,0.10
o31ai_1,0.09
clkdlybuf4s50_1,0.40
[layout by cell type, fill, tap and decap left out, types with 5 or more instances in the layout]
| master | n |
|---|---|
| mux4_2 | 5 |
| nor3_1 | 5 |
| nand3_1 | 5 |
| mux2i_1 | 7 |
| o21ai_0 | 12 |
| ha_1 | 24 |
| a21oi_1 | 14 |
| nand2_1 | 13 |
| a211oi_1 | 10 |
| nor2b_1 | 7 |
| inv_1 | 17 |
| nor2_1 | 12 |
| xnor2_1 | 8 |
| xor2_1 | 6 |
| a31oi_1 | 5 |
| clkdlybuf4s50_1 | 30 |
[power breakdown]
| group | total [µW] | leakage (µW) | internal (µW) | switching [µW] |
|---|---|---|---|---|
| registers | 0 | 0 | 0 | 0 |
| clock network | 0 | 0 | 0 | 0 |
| logic | 69.2 | 0.000791 | 32.4 | 36.8 |
[metrics by stage]
step / setup slack (ns) / cell area [µm²]
after floorplan: 4.39 / 1620
after global placement: 3.12 / 2000
after detailed placement: 3.09 / 2000
after CTS: 3.08 / 2000
after global routing: 2.73 / 2000
final: 3.05 / 2000
[final timing paths]
check / slack (ns) / depth (start not counted) / from / to
setup / recovery: 3.05 / 12 / i_opcode[0] / o_result[5]
hold / removal: 5.74 / 5 / i_opcode[4] / o_result[3]
[kinds of logic (layout without fill, tap and decap cells)]
| family | after synthesis | count (layout) |
|---|---|---|
| xor gates and xnor gates | 14 | 14 |
| buffers and inverters | 33 | 50 |
| adders and majority gates | 25 | 25 |
| and+or+nand+nor | 63 | 63 |
| AOI/OAI and AO/OA | 70 | 70 |
| muxes | 15 | 15 |
Power is estimated from default activity; no workload was simulated.
