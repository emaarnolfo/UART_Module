## design/flow/config.mk

```make
export PLATFORM = sky130hd
export DESIGN_NAME = top_rx_tx
export DESIGN_NICKNAME = top_rx_tx
export VERILOG_FILES = /design/flow/design.v
export SDC_FILE = /design/flow/constraint.sdc
export NUM_CORES = 4
export LEC_CHECK = 1
export CORE_AREA = 10 10 111 111
export DIE_AREA = 0 0 121 121
```

## design/flow/constraint.sdc

```tcl
current_design top_rx_tx

set clk_period 2.3
set clk_io_pct 0.2

create_clock -name clk0 -period $clk_period [get_ports {clk}]

set non_clock_inputs [all_inputs -no_clocks]
set_input_delay [expr $clk_period * $clk_io_pct] -clock clk0 $non_clock_inputs
set_output_delay [expr $clk_period * $clk_io_pct] -clock clk0 [all_outputs]
```

## design/flow/design.v

```verilog
`timescale 1ns / 1ps
module br_generator #(               
        parameter   freq        = 100000000,      
                    baud_rate   = 19200,      
                    N           = 10
    )
    (
        input clk,        
        input reset,             
        output tick              
    );
    reg [N-1:0] counter;         
    wire [N-1:0] next;           
    parameter modulo = freq / (baud_rate * 16);
    always @(posedge clk)
        if(reset)
            counter <= 0;
        else
            counter <= next;
    assign next = (counter == (modulo-1)) ? 0 : counter + 1;
    assign tick = (counter == (modulo-1)) ? 1'b1 : 1'b0;
endmodule
module top_rx_tx (
    input clk,
    input reset,
    input i_rx,
    input tx_signal,
    output o_tx,
    output o_tx_done,
    output o_rx_done,
    output [7:0] resultado
);
    wire [7:0] data_byte;
    wire rx_done;
    assign resultado = data_byte;
    assign o_rx_done = rx_done;
    br_generator #(
        .freq(100_000_000),  
        .baud_rate(19_200),  
        .N(10)
    ) br_gen_inst (
        .clk(clk),
        .reset(reset),
        .tick(ticks)
    );
    uart_rx #(
        .DATA_WIDTH(8),
        .SB_TICKS(16)
    ) uart_rx_inst (
        .clk(clk),
        .reset(reset),
        .i_ticks(ticks),
        .i_rx(i_rx),
        .o_rx_done(rx_done),
        .o_data_byte(data_byte)
    );
    parameter [7:0] data_to_tx = 8'b11111111;
    uart_tx #(
        .DATA_WIDTH(8),
        .SB_TICKS(16)
    ) uart_tx_inst (
        .clk(clk),
        .reset(reset),
        .i_tx_signal(tx_signal),
        .i_ticks(tick),
        .i_data_byte(data_to_tx),
        .o_tx_done(o_tx_done),
        .o_tx(o_tx)
    );
endmodule
`timescale 1ns / 1ps
module uart_rx #(
    parameter   DATA_WIDTH = 8,
                SB_TICKS   = 16
)
(
    input                   clk,
    input                   reset,
    input                   i_ticks,
    input                   i_rx,
    output reg              o_rx_done,
    output [DATA_WIDTH-1:0] o_data_byte
);
    localparam [3:0]    IDLE_STATE  = 4'b0001;
    localparam [3:0]    START_STATE = 4'b0010;
    localparam [3:0]    DATA_STATE  = 4'b0100;
    localparam [3:0]    STOP_STATE  = 4'b1000;
    reg [3:0]               state;
    reg [3:0]               next_state;
    reg [3:0]               tick_reg;
    reg [3:0]               tick_next;
    reg [2:0]               nbits_reg;
    reg [2:0]               nbits_next;
    reg [DATA_WIDTH-1:0]    data_reg;
    reg [DATA_WIDTH-1:0]    data_next;
    always @(posedge clk ) begin
        if (reset) begin
            state <= IDLE_STATE;
            tick_reg <= 0;
            nbits_reg <= 0;
            data_reg <= 0;  
            o_rx_done = 1'b0;          
        end
        else begin
            state <= next_state;
            tick_reg <= tick_next;
            nbits_reg <= nbits_next;
            data_reg <= data_next;
        end  
    end
    always @(*) begin
        next_state = state;
        tick_next = tick_reg;
        nbits_next = nbits_reg;
        data_next = data_reg;
        case (state)
            IDLE_STATE: begin
                if(~i_rx) begin
                    next_state = START_STATE;
                    tick_next = 0;
                end
            end
            START_STATE: begin
                o_rx_done = 1'b0;          
                if (i_ticks) begin
                    if(tick_reg == 7) begin
                        next_state = DATA_STATE;
                        tick_next = 0;
                        nbits_next = 0;
                    end
                    else
                        tick_next = tick_reg + 1;
                end
            end
            DATA_STATE: begin
                if (i_ticks) begin
                    if (tick_reg == 15) begin
                        tick_next = 0;
                        data_next = {i_rx, data_reg[DATA_WIDTH-1:1]};
                        if (nbits_reg == (DATA_WIDTH-1))
                            next_state = STOP_STATE;
                        else 
                            nbits_next = nbits_reg + 1;
                    end
                    else
                        tick_next = tick_reg + 1;
                end
            end
            STOP_STATE: begin
                if (i_ticks) begin
                    if (tick_reg == (SB_TICKS-1)) begin
                        next_state = IDLE_STATE;
                        o_rx_done = 1'b1;                        
                    end 
                    else
                        tick_next = tick_reg + 1;                        
                end
            end
            default: 
            next_state = IDLE_STATE;   
        endcase 
    end
    assign o_data_byte = data_reg;
endmodule
`timescale 1ns / 1ps
module uart_tx #(
    parameter   DATA_WIDTH = 8,
                SB_TICKS   = 16
)
(
    input wire                   clk,
    input wire                   reset,
    input wire                   i_tx_signal,     
    input wire                   i_ticks,         
    input wire [DATA_WIDTH-1:0]  i_data_byte,     
    output reg                   o_tx_done,       
    output wire                  o_tx
    );
    localparam [3:0]    IDLE_STATE  = 4'b0001;
    localparam [3:0]    START_STATE = 4'b0010;
    localparam [3:0]    DATA_STATE  = 4'b0100;
    localparam [3:0]    STOP_STATE  = 4'b1000;
    reg [3:0]               state;
    reg [3:0]               next_state;
    reg [3:0]               tick_reg;
    reg [3:0]               tick_next;
    reg [2:0]               nbits_reg;
    reg [2:0]               nbits_next;
    reg [DATA_WIDTH-1:0]    data_reg;
    reg [DATA_WIDTH-1:0]    data_next;
    reg                     tx_reg;
    reg                     tx_next;
    always @(posedge clk) begin
        if (reset) begin
            state <= IDLE_STATE;
            tick_reg <= 0;
            nbits_reg <= 0;
            data_reg <= 0;
            tx_reg <= 1'b1;
        end
        else begin
            state <= next_state;
            tick_reg <= tick_next;
            nbits_reg <= nbits_next;
            data_reg <= data_next;
            tx_reg <= tx_next;
        end   
    end
    always @(*) begin
        next_state = state;
        o_tx_done = 1'b0;
        tick_next = tick_reg;
        nbits_reg = nbits_next;
        data_next = data_reg;
        tx_next = tx_reg;
        case (state)
            IDLE_STATE: begin
                tx_next = 1'b1;
                if(i_tx_signal) begin
                    next_state = START_STATE;
                    tick_next = 0;
                    data_next = i_data_byte;
                end             
            end
            START_STATE: begin
                tx_next = 1'b0;
                if(i_ticks)begin
                    if (tick_reg == 15) begin
                        next_state = DATA_STATE;
                        tick_next = 0;
                        nbits_next = 0;
                    end
                    else
                        tick_next = tick_reg + 1;
                end
            end
            DATA_STATE: begin
                tx_next = data_reg[0];
                if (i_ticks) begin
                    if (tick_reg == 15) begin
                        tick_next = 0;
                        data_next = data_reg >> 1;
                        if(nbits_reg == (DATA_WIDTH-1))
                            next_state = STOP_STATE;
                        else
                            nbits_next = nbits_reg + 1;
                    end
                    else
                        tick_next = tick_reg + 1;  
                end
            end
            STOP_STATE: begin
                tx_next = 1'b1;
                if(i_ticks) begin
                    if(tick_reg == (SB_TICKS-1)) begin
                        next_state = IDLE_STATE;
                        o_tx_done = 1'b1;
                    end
                    else 
                        tick_next = tick_reg + 1;
                end
            end
        endcase
    end
    assign o_tx = tx_reg;
endmodule
```

## design/flow/run.sh

```bash
#!/bin/bash
# OpenROAD 26Q1-2900-gdf79404cd8, Yosys 0.63+post, stock flow scripts
make -C /OpenROAD-flow-scripts/flow DESIGN_CONFIG=/design/flow/config.mk WORK_HOME=/design/flow/orfs finish
```

==> Implementation_results.wiki <==
== Implementation results ==
{| class="wikitable"
! Metric !! Value
|-
| Count of different cell masters after synthesis || about 43
|-
| CP startpoint kind || flip-flop
|-
| Fraction of synthesis flops using an asynchronous set or reset pin || 0%
|-
| Deepest level of the CTS H-tree || 2
|-
| Largest net degree at the start of global routing || 18
|-
| Critical path's slowest cell || and4_1
|-
| Resized cells post-CTS || 0
|-
| Final RePlAce weighted congestion || 0.826
|-
| Biggest fanout along the worst timing path || 14
|-
| Gr ovfl total || 0
|-
| All-Layer GR Usage || 4.61%
|-
| Total antenna diodes in the routed design || 0
|-
| # Cells Yosys || roughly 200
|-
| Global-route wire length before repair || 5880 um
|-
| Syn_area_per_cell || roughly 8.6 um^2
|-
| Drt drc || 0
|-
| Root Driver || clkbuf_8
|-
| Pre-Place Util || between 10% and 20%
|-
| Post-CTS Setup Inserts || 0
|-
| Min-Delay Path Class || reg2reg
|-
| Dominant synthesized flop cell || dfxtp_1
|-
| Count of flip-flops with a built-in enable after synthesis || 0
|-
| Worst slew pin tran || approximately 600 ps
|-
| Setup repair after global routing missed its margin || false
|-
| Number of pins exceeding their max-slew limit in the final report || 0
|-
| Max-Slew Margin vs Limit || slightly above 60%
|-
| Die height || roughly 120 um
|-
| Worst setup slack for register-to-register paths || roughly 440 ps
|-
| Tally of nets with antenna violations remaining after routing || 0
|-
| Final hold vios || 0
|-
| Post-synthesis cell area || approximately 0.0018 mm^2
|-
| Share of the yosys chip area belonging to registers || ~44%
|-
| Clk slew on worst S/H paths || 80 ps
|-
| Synth Warn # || 20
|-
| Ports placed on the boundary || 15
|-
| Share of the clock period used by the worst path after layout || a little over 80%
|-
| Max clock buf depth || 2
|-
| Buffers on Ports || 12
|-
| Final routed wire length divided by cell count || just under 10 um
|-
| Worst-case clock skew || ~4.6 ps
|-
| Startpoint-to-endpoint class of the critical path || reg2reg
|-
| Run status || completed
|-
| Type of element capturing the critical path || flip-flop
|-
| Total CTS buffers || 5
|-
| Synthesized registers || 39
|-
| Vias post-DR || ~1,500
|-
| Total of max-cap violations || 0
|-
| Post-route minimum period || between 1500 and 2000 ps
|-
| Highest Clock Rate || approximately 0.54 GHz
|-
| Number of rows created at floorplan || 36
|-
| Fill cell count || 1,036
|-
| Overall power consumption || roughly 1.4 mW
|-
| Setup-violating endpoint count in the final report || 0
|-
| Width of the chip || 121 um
|-
| Number of global-route vias before repair || approximately 1,300
|-
| Series of cell instances along the critical path || inv_1, ha_1, and3b_1, and4_1, a21oi_1, a2111oi_2
|-
| Cell count after placement || approximately 340
|-
| Insertion delay of the later-clocked pin in the worst-skew pair || roughly 280 ps
|-
| Worst path arrival time || about 2000 ps
|-
| Leakage power total || approximately 0.73 nW
|-
| Count of mapped cells out of synthesis || about 200
|-
| Hold buffer count at cts || 0
|-
| Fraction of layout cells with a size suffix above 1 || approximately 8.4%
|-
| Max reg flops || 10
|-
| Die Area || 0.0146 mm^2
|-
| Sink Count || 39
|-
| Total iterations of the first detailed-routing run || 4
|-
| Data required time at the worst endpoint || roughly 2500 ps
|-
| Estimated wirelength of the detail-placed design || ~2400 um
|-
| Violation tally from detailed-route iteration zero || about 110
|-
| TNS Setup || 0 ps
|-
| Fin util || 21.6%
|-
| Number of warning messages in the logs || 27
|-
| Routed WL || 3410 um
|-
| Delay of the slowest cell on the worst path || 530 ps
|-
| Max IR drop VDD || around 290 uV
|-
| Area growth, synth to finish || 21.0%
|-
| Area of the core || 0.00986 mm^2
|-
| Vias/cell || 4.17
|-
| Yosys synthesis chip area || approximately 0.0018 mm^2
|-
| Power Density || between 600 and 700 mW/mm^2
|-
| Antenna violations before repair || 0
|-
| Final non-filler cell total || ~350
|-
| Clock tree from TritonCTS || built
|}
## final cells by class
class                      instances  area [um^2]  share of cell area (%)
sequential                        39          781                    36.6
timing repair buffer              16          150                    7.04
tap                              133          166                    7.80
inverter                           8         30.0                    1.41
multi-input combinational        144          888                    41.6
clock inverter                     2         35.0                    1.64
clock buffer                       6         82.6                    3.87
## stage by stage
stage          cell area (um^2)  setup WS, ps  hold slack [ps]
6_report                   2130           440              457
5_1_grt                    2130           264              486
4_1_cts                    2130           449              467
3_5_place_dp               2020           426              444
3_3_place_gp               2020           442              437
2_1_floorplan              1770           720              421
## critical path: cells and delay by family, from the launching register on
kind / cells / cell delay (ps)
simple gates: 2 / 790
compound gates: 2 / 440
flops: 1 / 350
fa+ha+maj: 1 / 130
buf+inv: 1 / 70
## kinds of logic (layout without fill, tap and decap cells)
| logic type | after synthesis | count (layout) | synth area share [%] |
|---|---|---|---|
| simple gates | 75 | 75 | 23.6 |
| compound gates | 55 | 55 | 19.2 |
| flops | 39 | 39 | 44.3 |
| buf+inv | 22 | 32 | 5.54 |
| fa+ha+maj | 6 | 6 | 4.26 |
| xor+xnor | 6 | 6 | 2.98 |
| other cells | 1 | 2 | 0.213 |
## report_power, final
group | switching (mW) | leakage (nW) | total, mW | internal, mW
Combinational | 0.0393 | 0.355 | 0.0709 | 0.0317
Sequential | 0.0142 | 0.316 | 0.702 | 0.688
Clock | 0.229 | 0.0612 | 0.580 | 0.351
Total | 0.283 | 0.732 | 1.35 | 1.07
## layout by cell type (no fill, tap or decap), types with 2 or more instances in the layout
| cell type | synthesis | final |
|---|---|---|
| and2_1 | 7 | 7 |
| nor3_1 | 4 | 4 |
| or3_1 | 3 | 3 |
| or4_1 | 2 | 2 |
| nor2_1 | 16 | 16 |
| dfxtp_1 | 39 | 39 |
| xor2_1 | 2 | 2 |
| nand4_1 | 6 | 6 |
| nand2_1 | 9 | 9 |
| conb_1 | 1 | 2 |
| nand2b_1 | 2 | 2 |
| a31o_2 | 2 | 2 |
| nor4_1 | 2 | 2 |
| a211oi_1 | 2 | 2 |
| a21oi_1 | 21 | 21 |
| nand3_1 | 13 | 13 |
| xnor2_1 | 4 | 4 |
| ha_1 | 6 | 6 |
| inv_1 | 8 | 8 |
| o21ai_0 | 18 | 18 |
| and3_1 | 3 | 3 |
| clkdlybuf4s50_1 | 0 | 12 |
| buf_4 | 3 | 4 |
| a31oi_1 | 2 | 2 |
| clkbuf_8 | 0 | 6 |
## Yosys cell counts, drive strengths merged (2+ instances only)
library cell,count,area share (%)
xor2,2,0.99
nor3,4,1.1
and2,7,2.5
a21oi,21,6.0
nor2,17,4.0
dfxtp,39,44
xnor2,4,2.0
inv,8,1.7
and3,3,1.1
a31oi,2,0.71
a211oi,2,0.85
nand4,6,2.1
nand2,9,1.9
nand3,13,3.7
buf,6,2.1
or4,2,0.85
nand2b,2,0.71
nor4,2,0.71
clkbuf,8,1.7
a31o,2,0.99
or3,3,1.1
o21ai,18,5.1
ha,6,4.3
## worst paths after layout
path,startpoint,endpoint,depth (start not counted)
min reg2reg,uart_tx_inst.tick_reg[2],uart_tx_inst.tick_reg[2],1
max,br_gen_inst.counter[0],uart_rx_inst.state[2],6
min,uart_tx_inst.tick_reg[2],uart_tx_inst.tick_reg[2],1
max reg2reg,br_gen_inst.counter[0],uart_rx_inst.state[2],6
## per-layer routing
| metal | GRT usage (%) | part of all wire (%) |
|---|---|---|
| met2 | 7.14 | 44 |
| met1 | 6.35 | 52 |
| met5 | 0 | 0 |
| met4 | 0.452 | 0 |
| met3 | 1.51 | 4.1 |
Power is estimated from default activity; no workload was simulated.
